<file path="./constraint.sdc">
current_design seven_segment

set clk_period 2.3
set clk_io_pct 0.2

create_clock -name clk0 -period $clk_period

set non_clock_inputs [all_inputs -no_clocks]
set_input_delay [expr $clk_period * $clk_io_pct] -clock clk0 $non_clock_inputs
set_output_delay [expr $clk_period * $clk_io_pct] -clock clk0 [all_outputs]
</file>
<file path="./design.v">
module seven_segment (in, out);
    input [3:0]in;
    output reg[6:0]out;
    always @(*) begin
        case (in)
            4'b0000: out = 7'b0000001;
            4'b0001: out = 7'b1001111;
            4'b0010: out = 7'b0010010;
            4'b0011: out = 7'b0000110;
            4'b0100: out = 7'b1001100;
            4'b0101: out = 7'b0100100;
            4'b0110: out = 7'b0100000;
            4'b0111: out = 7'b0001111;
            4'b1000: out = 7'b0000000;
            4'b1001: out = 7'b0000100;
            4'b1010: out = 7'b0001000;
            4'b1011: out = 7'b1100000;
            4'b1100: out = 7'b0110001;
            4'b1101: out = 7'b1000010;
            4'b1110: out = 7'b0110000;
            4'b1111: out = 7'b0111000;
            default: out = 7'b1111111;
        endcase
    end
endmodule
</file>
<file path="./run.sh">
#!/bin/bash
# OpenROAD 26Q1-2900-gdf79404cd8, Yosys 0.63+post, stock flow scripts
make -C /OpenROAD-flow-scripts/flow DESIGN_CONFIG=/design/flow/config.mk WORK_HOME=/design/flow/orfs finish
</file>
<file path="./config.mk">
export PLATFORM = sky130hd
export DESIGN_NAME = seven_segment
export DESIGN_NICKNAME = seven_segment
export VERILOG_FILES = /design/flow/design.v
export SDC_FILE = /design/flow/constraint.sdc
export NUM_CORES = 4
export LEC_CHECK = 1
export CORE_AREA = 10 10 70 70
export DIE_AREA = 0 0 80 80
</file>
==> Changelog: implementation <==
### Metrics

* Status: complete, no violations
* Sum Neg Setup Slack at 0 ns
* Fin cells at ~95
* Final ANT Viol Nets at 0
* Yosys synthesis chip area at roughly 270 µm²
* Area of the die at roughly 6400 µm²
* Worst-margin pin slew at ~0.18 ns
* Area of the core at between 3000 and 4000 µm²
* Fin crit period at around 2.1 ns
* Overall Power at about 0.073 mW
* Via density at 2.84
* Vias in the first global route at 263
* IO Pins at 11
* Max cap viols at 0
* RSZ-0062 raised after global routing: no
* Leak at ~0.23 nW
* Crit share post-route at 0.933
* Vias at roughly 270
* Chip width at roughly 80 µm
* Final Max Slew Viols at 0
* Worst-path fanout max at 6
* Hold WC Path Type: input pin to primary output
* Final non-filler cell area at between 400 and 500 µm²
* Register area at 0 µm²
* FFs & Latches at 0
* PnR worst setup slack at 0.154 ns
* Worst slack, placed at -0.390 ns
* # DRC at 0
* VDD IR-drop max at 0.0190 mV
* Mean post-synth cell area at between 8 and 9 µm²
* Routed Wire Length at ~650 µm
* Critical path class: input pin to primary output
* Ys cells at 33
* Post-CTS Setup Inserts at 0
* Yosys warns at 1
* Hold Vio Cnt, Final at 0
* Synth unique cells at 13
* Detailed Place HPWL at 587 µm
* Setup crit end kind: primary output
* I/O Buffers at 11
* Floorplan Utilization at 0.0788
* Drt first pass iters at 4
* Share of cells above drive strength 1 at 0.245
* Tot GR Track Use at 0.0192
* Dpl cells at 95
* Iteration-0 DRC Markers at 5
* Final setup fails at 0
* Clkbuf count at 0
* Seq share, synth at 0
* Mapped Area at ~270 µm²
* Synth-to-Final Area Change at 75.3%
* Site Rows at 21
* Die H at approximately 80 µm
* Antenna diode instance count at 0
* Worst Hold Depth at 3
* Req. time, crit path at 1.84 ns
* Setup crit start kind: input pin
* Slew HR at 0.879
* Worst EP arrival at around 1.7 ns
* FMAX at approximately 0.47 GHz
* Cell Pwr Density at 154 nW/µm²
* First-pass GRT wire length at 1.09 mm
* Log Warnings at 38
* Hold_buf cts at 0
* WL per Instance at roughly 6.8 µm
* Pin count of the biggest net entering global routing at 11
* Antenna violations before repair at 0
* DP Area at 474 µm²
* Synthesized instance count at 33
* Grt total ovfl at 0
* GP Congestion at roughly 0.76
layer usage:
metal	GRT usage	vias to the layer above	part of all wire
met3	0.00455	0	0.13
met2	0.0337	8	0.42
met5	0	-	0
met1	0.0245	115	0.44
met4	0	0	0
li1	-	147	-
final cells by class:
class | count | area [µm²]
multi-input combinational | 28 | 243
fill | 397 | 2940
inverter | 3 | 11.3
timing repair buffer | 18 | 160
tap | 46 | 57.6
cells in the final DEF (no fill, tap or decap):
master	synthesis	routed
inv_1	3	1
nand2b_1	2	2
nand2_1	1	1
mux2i_1	6	6
o211ai_1	1	1
nor2_1	5	5
dlygate4sd2_1	0	2
buf_6	1	2
a32o_1	1	1
o21ai_1	2	2
ha_1	7	7
mux4_2	1	1
clkdlybuf4s50_1	0	6
buf_4	0	5
inv_2	0	2
dlymetal6s2s_1	0	1
a21oi_1	2	2
clkbuf_2	0	2
cells in the mapped netlist, drive strengths merged:
cell type	n	share of area
nor2	5	0.070
mux4	1	0.084
ha	7	0.33
mux2i	6	0.22
inv	3	0.042
o21ai	2	0.037
nand2b	2	0.047
o211ai	1	0.028
clkbuf	1	0.014
buf	1	0.042
nand2	1	0.014
a32o	1	0.037
a21oi	2	0.037
path summary, 6_finish.rpt:
kind / to / slack, ns / from
setup / recovery: out[4] / 0.15 / in[0]
hold / removal: out[3] / 1.47 / in[2]
timing repair:
item,in CTS,in global routing
endpoints found under the hold margin,0,0
setup endpoints to repair,7,7
cloned,0,0
resized,8,5
pin swaps,0,1
critical path, stage by stage:
cell and delay (ns):
clkbuf_2 0.11, buf_6 0.13, ha_1 0.21, nand2b_1 0.16, mux2i_1 0.14, clkdlybuf4s50_1 0.48
power breakdown:
part	leakage (nW)	internal [mW]	switching (mW)	total, mW
clock	0	0	0	0
combinational	0.226	0.0453	0.0273	0.0726
sequential	0	0	0	0
cells by family (layout without fill, tap and decap cells):
logic type      count (synthesis)  count (layout)  synth area share
compound gates                  6               6             0.140
fa+ha+maj                       7               7             0.326
buf+inv                         5              21            0.0977
mux                             7               7             0.307
simple gates                    8               8             0.130
through the flow:
stage,hold slack [ns],util
2_1_floorplan,1.02,-
3_3_place_gp,2.03,0.139
3_5_place_dp,2.03,0.139
4_1_cts,1.67,0.139
5_1_grt,1.55,0.138
6_report,1.47,0.138
No activity file was given, so power comes from the tool's default toggle rates.
